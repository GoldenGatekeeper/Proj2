### design/flow/design.v
module bcd_arithmetic(
    input clk,            
    input reset,          
    input control,        
    input [15:0] input_a, 
    input [15:0] input_b, 
    output reg [15:0] result  
);
reg [3:0] a[3:0], b[3:0], sum[3:0], carry[3:0];
always @* begin
    for (int i = 0; i < 4; i = i + 1) begin
        if (control == 1'b0)  
            sum[i] = a[i] + b[i] + carry[i];
        else  
            sum[i] = a[i] - b[i] - carry[i];
        if (sum[i] >= 10 || sum[i] < 0) begin
            sum[i] = sum[i] - 10;
            carry[i+1] = 1;
        end else
            carry[i+1] = 0;
    end
end
always @(posedge clk or posedge reset) begin
    if (reset) begin
        result <= 16'b0;  
    end else begin
        if (control == 1'b0) begin  
            for (int i = 0; i < 4; i = i + 1)
                result[4*i +: 4] <= sum[i];
        end else begin  
            for (int i = 0; i < 4; i = i + 1)
                result[4*i +: 4] <= sum[i];
        end
    end
end
assign a[0] = input_a[3:0];
assign a[1] = input_a[7:4];
assign a[2] = input_a[11:8];
assign a[3] = input_a[15:12];
assign b[0] = input_b[3:0];
assign b[1] = input_b[7:4];
assign b[2] = input_b[11:8];
assign b[3] = input_b[15:12];
endmodule
module sequence_detector(
    input clk,           
    input reset,         
    input din,           
    output reg detected, 
    output reg [15:0] input_a,  
    output reg [15:0] input_b   
);
parameter IDLE = 3'b000;
parameter DETECTING_PATTERN = 3'b001;
parameter DETECTING_CONTROL = 3'b010;
parameter SHIFTING = 3'b011;
reg [7:0] pattern = 8'b01011010;  
reg [7:0] control_pattern = 8'b1;  
reg [40:0] shift_reg;  
reg [2:0] state;       
reg [15:0] input_a_reg, input_b_reg;  
bcd_arithmetic bcd_arith(
    .clk(clk),
    .reset(reset),
    .control(shift_reg[32]),  
    .input_a(input_a_reg),
    .input_b(input_b_reg),
    .result(detected ? input_a : input_b)  
);
always @(posedge clk or posedge reset) begin
    if (reset) begin
        shift_reg <= 41'b0;  
        state <= IDLE;        
        detected <= 1'b0;     
        input_a <= 16'b0;     
        input_b <= 16'b0;     
    end else begin
        case (state)
            IDLE: begin
                shift_reg <= {shift_reg[39:0], din};  
                if (shift_reg[40:33] == pattern) begin
                    state <= DETECTING_CONTROL;  
                    detected <= 1'b1;             
                end
            end
            DETECTING_CONTROL: begin
                shift_reg <= {shift_reg[39:0], din};  
                if (shift_reg[32:25] == control_pattern) begin
                    state <= SHIFTING;  
                end
            end
            SHIFTING: begin
                shift_reg <= {shift_reg[39:0], din};  
                input_a_reg <= {input_a_reg[14:0], shift_reg[24:17]};  
                input_b_reg <= {input_b_reg[14:0], shift_reg[16:9]};    
            end
            default: state <= IDLE;
        endcase
    end
end
endmodule
### design/flow/config.mk
export PLATFORM = sky130hd
export DESIGN_NAME = sequence_detector
export DESIGN_NICKNAME = sequence_detector
export VERILOG_FILES = /design/flow/design.v
export SDC_FILE = /design/flow/constraint.sdc
export NUM_CORES = 4
export LEC_CHECK = 1
export CORE_UTILIZATION = 30
### design/flow/run.sh
#!/bin/bash
# OpenROAD 26Q1-2900-gdf79404cd8, Yosys 0.63+post, stock flow scripts
make -C /OpenROAD-flow-scripts/flow DESIGN_CONFIG=/design/flow/config.mk WORK_HOME=/design/flow/orfs finish
### design/flow/constraint.sdc
current_design sequence_detector

set clk_period 4.7
set clk_io_pct 0.2

create_clock -name clk0 -period $clk_period [get_ports {clk}]

set non_clock_inputs [all_inputs -no_clocks]
set_input_delay [expr $clk_period * $clk_io_pct] -clock clk0 $non_clock_inputs
set_output_delay [expr $clk_period * $clk_io_pct] -clock clk0 [all_outputs]
==> impl_metrics.csv <==
group,metric,value,unit
routing,dr.first_iter.drc_count,49,
final_layout,top_layout_cell,"sky130_fd_sc_hd__dfrtp_1",
critical_path,ff2ff_path_depth,3,
pwr,finalPower,618,uW
critical_path,timing.reg2reg.setup_slack,3150,ps
critical_path,startpoint_type_of_the_worst_setup_path,"flip-flop",
flow_run,tool_warnings,25,
clock_network,clock_sinks,45,
final_layout,layout_cells_sized_above_1,32.6,%
critical_path,worstPathMaxFanout,2,
critical_path,crit_required,3760,ps
critical_path,end_kind,"output port",
clock_network,ctsResizeCount,0,
global_route,globalRouteMet1Util,9.50,%
timing,setup_slack,2690,ps
pwr,vdd.ir_drop.worst,133,uV
yosys,cell_area_after_synthesis,0.00197,mm^2
final_layout,number_of_flip_flops_in_the_largest_register,41,
critical_path,timing.critical_path.slowest_stage_cell,"sky130_fd_sc_hd__clkdlybuf4s50_1",
timing,fin_worst_skew,2.46,ps
global_route,grt_pass1_wl,3780,um
yosys,ys_area,0.00197,mm^2
yosys,synth_seq_share,57.1,%
timing,rsz_0062_raised_after_global_routing,"false",
critical_path,timing.critical_path.from,"detected",
critical_path,critPathArrivalTime,1070,ps
die,die_width,83.1,um
flow_run,maxCapViolCount,0,
yosys,avgSynthCellArea,14.5,um^2
clock_network,buffer_cell_driving_the_clock_tree_root,"sky130_fd_sc_hd__clkbuf_8",
global_route,grt_max_degree,46,
place,port_buffers,3,
timing,fin_worst_hold_slack,468,ps
global_route,globalRouteMet2Util,10.7,%
clock_network,htreeDepth,2,
global_route,grt_pass1_vias,874,
global_route,globalRouteTotalUtil,6.77,%
die,die_height,83.1,um
routing,drc,0,
routing,totalWireLength,2140,um
clock_network,post_cts.repair.setup_buffers,0,
timing,number_of_pins_with_negative_max_slew_slack_in_the_final_report,0,
routing,routed_wire_length_per_instance,9.66,um
clock_network,clockBufferDepth,2,
critical_path,worst_path_largest_cell_delay,450,ps
die,design.portCount,36,
place,pre_cts_slack,2880,ps
global_route,number_of_antenna_violations_at_the_first_check_in_global_routing,0,
timing,final.period_utilization,42.9,%
die,die_area,0.00691,mm^2
yosys,synth.top_cells.by_area,"sky130_fd_sc_hd__dfrtp_1 (56%), sky130_fd_sc_hd__mux2_2 (22%), sky130_fd_sc_hd__buf_4 (12%)",
timing,timing.final.crit_period,2010,ps
final_layout,final_layout_top_logic_cells,"sky130_fd_sc_hd__dfrtp_1 (44), sky130_fd_sc_hd__mux2_2 (38), sky130_fd_sc_hd__conb_1 (32)",
routing,vias_per_cell,4.03,
critical_path,endpoint,"detected",
place,place_congestion,0.673,
global_route,busiest_layer,"met2",
critical_path,crit_cells,1,
place,hpwl,1300,um
die,placementRows,29,
routing,detailroute.via_count,891,
final_layout,flop_area,0.00113,mm^2
global_route,m3_gr_usage,2.62,%
timing,hold_violations,0,
run_status,outcome,"complete, no violations",
final_layout,flow.area_growth_from_synthesis,2.66,%
yosys,area_leader_share,55.8,%
final_layout,logic_area,669,um^2
timing,slew_at_the_pin_closest_to_its_max_slew_limit,546,ps
clock_network,tritoncts,"done",
global_route,globalRoute.totalOverflow,0,
critical_path,critPathBufInv,1,
clock_network,clkLatencyLatePin,290,ps
routing,dr.pass1.iters,3,
critical_path,critical_path.cell_chain,"clkdlybuf4s50_1",
critical_path,setup.worst_path.class,"reg2out",
critical_path,worst_path_dominant_cell_family,"buffers and inverters",
yosys,yosys_warnings,14,
pwr,total_leakage_power,1.07,nW
yosys,synth.yosys.num_cells,136,
worst_hold_path,min-delay-start,"detected",
final_layout,filler_cell_count,621,
die,fp_util,31.1,%
pwr,p_per_area,305,mW/mm^2
yosys,synth-seq-cells,45,
timing,fin_setup_tns,0,ps
yosys,synthCells,136,
clock_network,cts-hold-fix-buffers,0,
routing,route.antenna.diode_count,0,
timing,relSlewSlack,63.6,%
critical_path,timing.rr.start,"state[1]",
clock_network,clkSlewWorstSetupHoldPaths,70,ps
clock_network,cts_made_buffers,5,
critical_path,crit-reg2reg-capture,"shift_reg[21]",
routing,ant_nets,0,
yosys,post-synth-top-area-cell,"sky130_fd_sc_hd__dfrtp_1",
die,core,0.00635,mm^2
worst_hold_path,hp-class,"reg2reg",
yosys,distinct_cell_type_count_after_synthesis,18,
timing,setup_violations,0,
timing,fmax,496,MHz
stage by stage:
| step | cell area, um^2 | std cells | utilization, % |
|---|---|---|---|
| CTS | 2030 | 221 | 31.9 |
| finish | 2030 | 221 | 31.9 |
| global placement | 1950 | 213 | 30.6 |
| detailed placement | 1950 | 213 | 30.6 |
| floorplan | 2090 | 167 | - |
| global route | 2030 | 221 | 31.9 |
how the worst min path moves through the flow:
stage | endpoint | slack [ps] | cells after the start
4_1_cts | detected | 480 | 1
5_1_grt | shift_reg[6] | 520 | 1
6_report | detected | 470 | 1
cell families after synthesis:
group / after synthesis / synth area share, %
DFF: 45 / 57.1
and+or+nand+nor: 8 / 3.42
buffers and inverters: 38 / 14.8
AOI/OAI and AO/OA: 3 / 1.01
muxes: 41 / 23.4
other: 1 / 0.190
synth_stat cells, drive strengths merged:
cell type,number
a21boi,1
a21o,1
and4b,1
buf,36
conb,1
dfrtp,44
dfstp,1
inv,2
mux2,41
nand2b,1
nand3,1
nor2,1
nor3,1
nor4,1
nor4bb,2
o21ai,1
where the power goes:
| part | switching, mW | internal [mW] |
|---|---|---|
| Sequential | 0.000178 | 0.387 |
| Combinational | 0.00775 | 0.00227 |
| Clock | 0.115 | 0.106 |
cell type report:
class                   count  area share, %
flip-flops and latches     45           55.7
well taps                  77           4.76
multi-input cells          84           33.0
clock buffers               8           3.95
repair buffers              5           2.22
inverters                   2          0.371
layer usage:
metal  vias to the layer above  part of all wire [%]
met5                         -                     0
met4                         0                  0.66
met3                         3                   6.8
met2                        27                    46
met1                       450                    46
li1                        411                     -
worst register-to-register path: stages, from the launching register on:
cell	delay, ps
sky130_fd_sc_hd__dfrtp_1	420
sky130_fd_sc_hd__nor3_4	160
sky130_fd_sc_hd__buf_4	450
sky130_fd_sc_hd__mux2_2	410
Power and IR drop assume default switching activity.
